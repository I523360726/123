==> design.v <==
package com_pkg;
    typedef struct packed{
        logic                    efuse_done                 ;
        logic                    adc2_en                    ;
        logic                    adc1_en                    ;
        logic                    fsiso_en                   ;
        logic                    bist_en                    ;
        logic                    cfg_en                     ;
        logic                    normal_en                  ;
        logic                    reset_en                   ;
    } str_reg_mode;
    typedef struct packed{
        logic                   rtmon                       ;
        logic                   comerr_mode                 ;
        logic [3:       0]      comerr_config               ;
        logic [1:       0]      wdgintb_config              ;
    } str_reg_com_config1;
    typedef struct packed{
        logic [1:       0]      hv_wdgtmo_config            ;
        logic [1:       0]      lv_wdgtmo_config            ;
        logic [1:       0]      wdgrefresh_config           ;
        logic [1:       0]      wdgcrc_config               ;
    } str_reg_com_config2;
    typedef struct packed{
        logic                   bist_fail                   ;
        logic                   rsv                         ;
        logic                   pwm_mmerr                   ;
        logic                   pwm_dterr                   ;
        logic                   wdg_err                     ;
        logic                   com_err                     ;
        logic                   crc_err                     ;
        logic                   spi_err                     ;
    } str_reg_status1;
    typedef struct packed{
        logic                   bist_failm                  ;
        logic                   rsv                         ;
        logic                   pwm_mmerrm                  ;
        logic                   pwm_dterrm                  ;
        logic                   wdg_errm                    ;
        logic                   com_errm                    ;
        logic                   crc_errm                    ;
        logic                   spi_errm                    ;
    } str_reg_mask1;
    typedef struct packed{
        logic                   hv_scp_flt                  ;
        logic                   hv_desat_flt                ;
        logic                   hv_oc                       ;
        logic                   hv_ot                       ;
        logic                   hv_vcc_ov                   ;
        logic                   hv_vcc_uv                   ;
        logic                   lv_vsup_ov                  ;
        logic                   lv_vsup_uv                  ;
    } str_reg_status2;
    typedef struct packed{
        logic                   hv_scp_fltm                 ;
        logic                   hv_desat_fltm               ;
        logic                   hv_ocm                      ;
        logic                   hv_otm                      ;
        logic                   hv_vcc_ovm                  ;
        logic                   hv_vcc_uvm                  ;
        logic                   lv_vsup_ovm                 ;
        logic                   lv_vsup_uvm                 ;
    } str_reg_mask2;
    typedef struct packed{
        logic                   vrtmon                      ;
        logic                   io_fsifo                    ;
        logic                   io_pwma                     ;
        logic                   io_pwm                      ;
        logic                   io_fsstate                  ;
        logic                   io_fsenb                    ;
        logic                   io_intb_lv                  ;
        logic                   io_intb_hv                  ;
    } str_reg_status3;
    typedef struct packed{
        logic [3:       0]      hv_state                    ;
        logic [3:       0]      lv_state                    ;        
    } str_reg_status4;
    typedef struct packed{
        logic                   efuse_mode                  ;
        logic [6:       0]      efuse_bit_addr              ;        
    } str_reg_efuse_config;
    typedef struct packed{
        logic [7:       4]      rsv                         ;
        logic [3:       3]      spi_read_efuse_en           ;
        logic [2:       2]      efuse_wr                    ;
        logic [1:       1]      efuse_rd                    ;
        logic [0:       0]      efuse_op_done               ;         
    } str_reg_efuse_status;
    typedef struct packed{
        logic [7:       6]      rsv                         ;
        logic [5:       0]      bgr_trim                    ;
    } str_reg_iso_bgr_trim;
    typedef struct packed{
        logic [7:       5]      rsv                         ;
        logic [4:       0]      corner                      ;
    } str_reg_iso_con_ibias_trim;
    typedef struct packed{
        logic [7:       5]      rsv                         ;
        logic [4:       0]      osc48m_trim                 ;
    } str_reg_iso_osc48m_trim;
    typedef struct packed{
        logic [7:       0]      iso_oscb_freq_adj           ;
    } str_reg_iso_oscb_freq_adj;
    typedef struct packed{
        logic                   efuse_vld                   ;
        logic [6:       0]      rsv                         ;
    } str_reg_iso_reserved_reg;
    typedef struct packed{
        logic [7:       6]      rsv                         ;
        logic [5:       3]      amp_ibias8u                 ;
        logic [2:       0]      amp_ibias8u_ptat            ;
    } str_reg_iso_amp_ibias;
    typedef struct packed{
        logic [7:       5]      rsv                         ;
        logic [4:       3]      demo_pulse                  ;
        logic [2:       0]      demo_vth                    ;
    } str_reg_iso_demo_trim;
    typedef struct packed{
        logic [7:       0]      rsv                         ;
    } str_reg_iso_test_sw;
    typedef struct packed{
        logic [7:       3]      rsv                         ;
        logic [2:       0]      iso_tx_jit_adj              ;
    } str_reg_iso_osc_jit;
    typedef struct packed{
        logic [7:       4]      tdt                         ;
        logic [3:       0]      vge_mon_dly                 ;
    } str_reg_config0_t_deat_time;
endpackage
package hv_pkg;
    import com_pkg::*;
    typedef struct packed{
        logic                   mulit_en_dig          ;
        logic                   sen_on_fb_en          ;
        logic                   sen_off_fb_en         ;
        logic [4:       3]      if1_ir1_sel           ;
        logic                   ana_dig_16p           ;
        logic [1:       0]      fcdly_sel             ;                
    } str_reg_config1_dr_src_snk_both; 
    typedef struct packed{
        logic [7:       5]      ir2_sel               ;
        logic [4:       3]      vr1_sel               ;
        logic                   src_flt_sel           ;
        logic [1:       0]      snk_vth_sel           ;                
    } str_reg_config2_dr_src_sel;
    typedef struct packed{
        logic [7:       5]      if3_sel               ;
        logic [4:       3]      snk_flt_sel           ;
        logic [2:       1]      iflp5_sel             ;
        logic                   rsv                   ;                        
    } str_reg_config3_dri_snk_sel;
    typedef struct packed{
        logic                   tlt_sof_sel           ;        
        logic [6:       4]      v_tltoff              ;
        logic [3:       2]      t_tltoff              ;
        logic [1:       0]      rsv                   ;                       
    } str_reg_config4_tltoff_sel1;    
    typedef struct packed{       
        logic [7:       4]      i_tltoff1             ;
        logic [3:       0]      i_tltoff2             ;                     
    } str_reg_config5_tltoff_sel2; 
    typedef struct packed{ 
        logic                   desat_dig_en          ;
        logic                   vcedet_dig_en         ;      
        logic [5:       3]      desat_vref_sel        ;
        logic [2:       0]      desat_blanking        ;                     
    } str_reg_config6_desat_sel1; 
    typedef struct packed{       
        logic [7:       5]      desat_deglitch_sel    ;
        logic [4:       3]      idesat_sel            ;   
        logic [2:       0]      vreg_ldo_trim         ;                          
    } str_reg_config7_desat_sel2;
    typedef struct packed{       
        logic                   ocp_dig_en            ;
        logic [6:       4]      ocp_deglitch_sel      ;   
        logic [3:       1]      vocp_sel              ;
        logic                   rsv                   ;                          
    } str_reg_config8_oc_sel;
    typedef struct packed{       
        logic                   scp_dig_en            ;
        logic [6:       4]      scp_deglitch_sel      ;   
        logic [3:       1]      vscth_sel             ;
        logic                   rsv                   ;                          
    } str_reg_config9_sc_sel;
    typedef struct packed{       
        logic [7:       3]      rsv                   ;   
        logic [2:       0]      dvdt_ref_src          ;                         
    } str_reg_config10_dvdt_ref_src;
    typedef struct packed{       
        logic [7:       3]      rsv                   ;   
        logic [2:       0]      dvdt_ref_sink         ;                         
    } str_reg_config11_dvdt_ref_sink;
    typedef struct packed{       
        logic [7:       2]      rsv                   ;   
        logic                   adc2_en               ; 
        logic                   adc1_en               ;                        
    } str_reg_config12_adc_en;
    typedef struct packed{       
        logic [7:       6]      rsv                   ;   
        logic [5:       0]      bgr_trim              ;                        
    } str_reg_bgr_code_drv;
    typedef struct packed{       
        logic [7:       4]      off_vbn               ;   
        logic [3:       0]      on_vbn                ;                        
    } str_reg_cap_trim_code;   
    typedef struct packed{       
        logic [7:       4]      del_trim              ;   
        logic [3:       0]      rsv                   ;                        
    } str_reg_csdel_cmp;       
    typedef struct packed{       
        logic [7:       4]      dvdt_value_adj_off    ;   
        logic [3:       0]      dvdt_value_adj_on     ;                        
    } str_reg_dvdt_value_adj;
    typedef struct packed{       
        logic [7:       4]      adc_vadj              ;   
        logic [3:       0]      adc_radj              ;                        
    } str_reg_adc_adj1; 
    typedef struct packed{       
        logic [7:       4]      rsv                   ;   
        logic [3:       0]      adc2_iadj             ;                        
    } str_reg_adc_adj2;       
    typedef struct packed{ 
        logic                   d2_efuse_vld          ;      
        logic [6:       5]      rsv                   ;   
        logic [4:       0]      corner                ;                        
    } str_reg_ibias_code_drv;     
    typedef struct packed{  
        logic [7:       0]      cap_read_en           ;                        
    } str_reg_dvdt_tm;  
    typedef struct packed{ 
        logic [7:       6]      rsv                   ;         
        logic [5:       0]      cnt_del_read          ;                        
    } str_reg_cnt_del_read;  
    typedef struct packed{ 
        logic [7:       6]      dvdt_en               ;
        logic                   dvdt_delay_match_en   ;
        logic [4:       3]      rsv_0                 ;
        logic                   csd_en                ;
        logic                   cap_code_sel          ;
        logic                   rsv_1                 ;                                         
    } str_reg_dvdt_win_value_en;
    typedef struct packed{ 
        logic [7:       4]      dvdt_delay_set_off    ;
        logic [3:       0]      dvdt_delay_set_on     ;                                         
    } str_reg_preset_delay;
    typedef struct packed{ 
        logic [7:       0]      drive_delay_set       ;                                        
    } str_reg_drive_delay_set;
    typedef struct packed{ 
        logic [7:       0]      cmp_del               ;                                        
    } str_reg_cmp_del;
    typedef struct packed{ 
        logic                   rsv                   ;
        logic                   test_en_48m           ;
        logic                   digtest_en            ;
        logic [4:       0]      test_mux              ;                                        
    } str_reg_test_mux;
    typedef struct packed{ 
        logic [7:       2]      rsv                   ; 
        logic [1:       0]      cmp_adj               ;                                        
    } str_reg_cmp_adj_vreg;
endpackage
package lv_pkg;
    import com_pkg::*;
endpackage
module crc8to8_parallel(
  input [7:0] data_in,
  output [7:0] crc_out);
  reg [7:0] lfsr_q,lfsr_c;
  assign lfsr_q = {8{1'b1}};
  assign crc_out = lfsr_c;
  always @(*) begin
    lfsr_c[0] = lfsr_q[0] ^ lfsr_q[3] ^ lfsr_q[5] ^ data_in[0] ^ data_in[3] ^ data_in[5];
    lfsr_c[1] = lfsr_q[1] ^ lfsr_q[4] ^ lfsr_q[6] ^ data_in[1] ^ data_in[4] ^ data_in[6];
    lfsr_c[2] = lfsr_q[0] ^ lfsr_q[2] ^ lfsr_q[3] ^ lfsr_q[7] ^ data_in[0] ^ data_in[2] ^ data_in[3] ^ data_in[7];
    lfsr_c[3] = lfsr_q[0] ^ lfsr_q[1] ^ lfsr_q[4] ^ lfsr_q[5] ^ data_in[0] ^ data_in[1] ^ data_in[4] ^ data_in[5];
    lfsr_c[4] = lfsr_q[1] ^ lfsr_q[2] ^ lfsr_q[5] ^ lfsr_q[6] ^ data_in[1] ^ data_in[2] ^ data_in[5] ^ data_in[6];
    lfsr_c[5] = lfsr_q[0] ^ lfsr_q[2] ^ lfsr_q[5] ^ lfsr_q[6] ^ lfsr_q[7] ^ data_in[0] ^ data_in[2] ^ data_in[5] ^ data_in[6] ^ data_in[7];
    lfsr_c[6] = lfsr_q[1] ^ lfsr_q[3] ^ lfsr_q[6] ^ lfsr_q[7] ^ data_in[1] ^ data_in[3] ^ data_in[6] ^ data_in[7];
    lfsr_c[7] = lfsr_q[2] ^ lfsr_q[4] ^ lfsr_q[7] ^ data_in[2] ^ data_in[4] ^ data_in[7];
  end  
endmodule  
==> run.sh <==
#!/bin/bash
# OpenROAD 26Q1-2900-gdf79404cd8, Yosys 0.63+post, stock flow scripts
make -C /OpenROAD-flow-scripts/flow DESIGN_CONFIG=/design/flow/config.mk WORK_HOME=/design/flow/orfs finish
==> config.mk <==
export PLATFORM = sky130hd
export DESIGN_NAME = crc8to8_parallel
export DESIGN_NICKNAME = crc8to8_parallel
export VERILOG_FILES = /design/flow/design.v
export SDC_FILE = /design/flow/constraint.sdc
export NUM_CORES = 4
export LEC_CHECK = 1
export CORE_AREA = 10 10 70 70
export DIE_AREA = 0 0 80 80
export SYNTH_HDL_FRONTEND = slang
==> constraint.sdc <==
current_design crc8to8_parallel

set clk_period 1.7
set clk_io_pct 0.2

create_clock -name clk0 -period $clk_period

set non_clock_inputs [all_inputs -no_clocks]
set_input_delay [expr $clk_period * $clk_io_pct] -clock clk0 $non_clock_inputs
set_output_delay [expr $clk_period * $clk_io_pct] -clock clk0 [all_outputs]
==> results.txt <==
Max-cap violations = 0
Global-route wire length before repair = 1070 µm
RD Place Congestion = 0.778
FF/Latch Area = 0 µm²
GRT Resource Usage Total = 0.0206
Initial antenna violation count = 0
Slew Limit Fails = 0
Max IR drop VDD = 148 µV
Crit-path cells = buf_2 -> xor2_4 -> xnor3_1 -> dlygate4sd2_1
Vias in the first global route = 218
IO buf count = 16
CTS Hold Buffers Added = 0
Cell area power density = 345 nW/µm²
RSZ-0062 raised after global routing = no
Router iterations before antenna repair = 2
Static Leak = 0.212 nW
Synth-to-layout area growth = 226%
Yosys chip area = 153 µm²
OpenROAD warning count = 32
Layout clock buffer count = 0
Crit-path max cell delay = 350 ps
Vias per cell = 2.21
Initial DRC Count = 1
Core region area = 3420 µm²
Critical Setup Path Class = input port to output port
Final hold violations = 0
Fin crit period = 1650 ps
Die width = 80 µm
Period utilisation layout = 0.972
DP Wirelength = 632 µm
Synth top area share = 0.631
Mean Syn Cell Area = 10.2 µm²
CP Capture Type = output port
Worst path arrival time = 1310 ps
Yosys top cell by area = xnor2_1
Post-Syn Area = 153 µm²
Pwr Total = 0.172 mW
N_diodes = 0
Mapped Cells = 15
CP required = 1360 ps
Setup Viol. Count Final = 0
Chip Area = 6400 µm²
Crit path launch type = input port
Die height = 80 µm
Crit path max-delay cell type = xnor3_1
Slew @ Worst Pin = 235 ps
Setup TNS = 0 ps
GRT overflow = 0
Hold Path Class = input port to output port
Registers = 0
Post-synth seq share = 0
Drt total wl = 677 µm
Yosys warns = 0
Netlist cell types = 4
Via count = 188
Cell area leaders = xnor2_1, xnor3_1, xor2_1, xor2_2
Pin count of the biggest net entering global routing = 4
DRC Markers = 0
Status = complete, no violations
Layout cells sized above 1 = 0.487
CP Max Fanout = 3
Initial Utilization = 0.0447
Wirelength per Cell = 7.96 µm
FILL cells = 400
Antenna-violating nets left = 0
Row count = 21
Fmax = 605 MHz
Top Ports = 16
Yosys cell count = 15
Worst slew margin = 0.843
kinds of logic (layout without fill, tap and decap cells):
family,after synthesis,after routing,share of synthesized area
xor+xnor,15,15,1.00
buf+inv,0,24,0
synth_stat cells:
cell / n
xnor2_1: 11
xor2_1: 2
xnor3_1: 1
xor2_2: 1
cell usage in the layout (no fill, tap or decap), drive strengths merged:
cell / instances
xnor3: 1
buf: 10
clkdlybuf4s15: 3
dlygate4sd2: 11
xnor2: 11
xor2: 3
per-stage QoR:
step	worst slack, ps	util	hold WS (ps)	instance area, µm²	cells
2_1_floorplan	500	-	711	153	15
3_3_place_gp	-482	0.128	1740	438	86
3_5_place_dp	-504	0.128	1750	438	86
4_1_cts	19.2	0.143	1260	489	85
5_1_grt	0.645	0.146	1310	498	85
6_report	47.7	0.146	1250	498	85
final timing paths:
kind / slack [ps] / cells after the start / start / end
setup / recovery: 50 / 4 / data_in[0] / crc_out[5]
hold / removal: 1250 / 4 / data_in[5] / crc_out[3]
power breakdown:
part           internal (mW)  switching, mW
clock network              0              0
logic                  0.115         0.0565
registers                  0              0
metal layers:
layer,track usage,vias up,wire length [µm]
li1,-,93,-
met1,0.0299,80,351
met2,0.0257,15,171
met3,0.0136,0,154
met4,0,0,0
met5,0,-,0
worst max-delay path, delay by kind of cell:
| kind | cells | cell delay (ps) |
|---|---|---|
| XOR/XNOR | 2 | 590 |
| buffers and inverters | 2 | 390 |
repair_timing:
| action | 4_1_cts | 5_1_grt |
|---|---|---|
| setup endpoints to repair | 8 | 3 |
| pin swaps | 6 | 1 |
| gates resized | 35 | 2 |
| buffers inserted | 0 | 0 |
final cells by class:
class | instances | area (µm²) | area share
timing repair buffer | 24 | 201 | 0.405
multi-input combinational | 15 | 239 | 0.480
tap | 46 | 57.6 | 0.116
No activity file was given, so power comes from the tool's default toggle rates.
