File: ./config.mk
export PLATFORM = sky130hd
export DESIGN_NAME = wo_reg
export DESIGN_NICKNAME = wo_reg
export VERILOG_FILES = /design/flow/design.v
export SDC_FILE = /design/flow/constraint.sdc
export NUM_CORES = 4
export LEC_CHECK = 1
export CORE_AREA = 10 10 70 70
export DIE_AREA = 0 0 80 80
export SYNTH_HDL_FRONTEND = slang
File: ./constraint.sdc
current_design wo_reg

set clk_period 1.0
set clk_io_pct 0.2

create_clock -name clk0 -period $clk_period [get_ports {i_clk}]

set non_clock_inputs [all_inputs -no_clocks]
set_input_delay [expr $clk_period * $clk_io_pct] -clock clk0 $non_clock_inputs
set_output_delay [expr $clk_period * $clk_io_pct] -clock clk0 [all_outputs]
File: ./design.v
package com_pkg;
    typedef struct packed{
        logic                    efuse_done                 ;
        logic                    adc2_en                    ;
        logic                    adc1_en                    ;
        logic                    fsiso_en                   ;
        logic                    bist_en                    ;
        logic                    cfg_en                     ;
        logic                    normal_en                  ;
        logic                    reset_en                   ;
    } str_reg_mode;
    typedef struct packed{
        logic                   rtmon                       ;
        logic                   comerr_mode                 ;
        logic [3:       0]      comerr_config               ;
        logic [1:       0]      wdgintb_config              ;
    } str_reg_com_config1;
    typedef struct packed{
        logic [1:       0]      hv_wdgtmo_config            ;
        logic [1:       0]      lv_wdgtmo_config            ;
        logic [1:       0]      wdgrefresh_config           ;
        logic [1:       0]      wdgcrc_config               ;
    } str_reg_com_config2;
    typedef struct packed{
        logic                   bist_fail                   ;
        logic                   rsv                         ;
        logic                   pwm_mmerr                   ;
        logic                   pwm_dterr                   ;
        logic                   wdg_err                     ;
        logic                   com_err                     ;
        logic                   crc_err                     ;
        logic                   spi_err                     ;
    } str_reg_status1;
    typedef struct packed{
        logic                   bist_failm                  ;
        logic                   rsv                         ;
        logic                   pwm_mmerrm                  ;
        logic                   pwm_dterrm                  ;
        logic                   wdg_errm                    ;
        logic                   com_errm                    ;
        logic                   crc_errm                    ;
        logic                   spi_errm                    ;
    } str_reg_mask1;
    typedef struct packed{
        logic                   hv_scp_flt                  ;
        logic                   hv_desat_flt                ;
        logic                   hv_oc                       ;
        logic                   hv_ot                       ;
        logic                   hv_vcc_ov                   ;
        logic                   hv_vcc_uv                   ;
        logic                   lv_vsup_ov                  ;
        logic                   lv_vsup_uv                  ;
    } str_reg_status2;
    typedef struct packed{
        logic                   hv_scp_fltm                 ;
        logic                   hv_desat_fltm               ;
        logic                   hv_ocm                      ;
        logic                   hv_otm                      ;
        logic                   hv_vcc_ovm                  ;
        logic                   hv_vcc_uvm                  ;
        logic                   lv_vsup_ovm                 ;
        logic                   lv_vsup_uvm                 ;
    } str_reg_mask2;
    typedef struct packed{
        logic                   vrtmon                      ;
        logic                   io_fsifo                    ;
        logic                   io_pwma                     ;
        logic                   io_pwm                      ;
        logic                   io_fsstate                  ;
        logic                   io_fsenb                    ;
        logic                   io_intb_lv                  ;
        logic                   io_intb_hv                  ;
    } str_reg_status3;
    typedef struct packed{
        logic [3:       0]      hv_state                    ;
        logic [3:       0]      lv_state                    ;        
    } str_reg_status4;
    typedef struct packed{
        logic                   efuse_mode                  ;
        logic [6:       0]      efuse_bit_addr              ;        
    } str_reg_efuse_config;
    typedef struct packed{
        logic [7:       4]      rsv                         ;
        logic [3:       3]      spi_read_efuse_en           ;
        logic [2:       2]      efuse_wr                    ;
        logic [1:       1]      efuse_rd                    ;
        logic [0:       0]      efuse_op_done               ;         
    } str_reg_efuse_status;
    typedef struct packed{
        logic [7:       6]      rsv                         ;
        logic [5:       0]      bgr_trim                    ;
    } str_reg_iso_bgr_trim;
    typedef struct packed{
        logic [7:       5]      rsv                         ;
        logic [4:       0]      corner                      ;
    } str_reg_iso_con_ibias_trim;
    typedef struct packed{
        logic [7:       5]      rsv                         ;
        logic [4:       0]      osc48m_trim                 ;
    } str_reg_iso_osc48m_trim;
    typedef struct packed{
        logic [7:       0]      iso_oscb_freq_adj           ;
    } str_reg_iso_oscb_freq_adj;
    typedef struct packed{
        logic                   efuse_vld                   ;
        logic [6:       0]      rsv                         ;
    } str_reg_iso_reserved_reg;
    typedef struct packed{
        logic [7:       6]      rsv                         ;
        logic [5:       3]      amp_ibias8u                 ;
        logic [2:       0]      amp_ibias8u_ptat            ;
    } str_reg_iso_amp_ibias;
    typedef struct packed{
        logic [7:       5]      rsv                         ;
        logic [4:       3]      demo_pulse                  ;
        logic [2:       0]      demo_vth                    ;
    } str_reg_iso_demo_trim;
    typedef struct packed{
        logic [7:       0]      rsv                         ;
    } str_reg_iso_test_sw;
    typedef struct packed{
        logic [7:       3]      rsv                         ;
        logic [2:       0]      iso_tx_jit_adj              ;
    } str_reg_iso_osc_jit;
    typedef struct packed{
        logic [7:       4]      tdt                         ;
        logic [3:       0]      vge_mon_dly                 ;
    } str_reg_config0_t_deat_time;
endpackage
package hv_pkg;
    import com_pkg::*;
    typedef struct packed{
        logic                   mulit_en_dig          ;
        logic                   sen_on_fb_en          ;
        logic                   sen_off_fb_en         ;
        logic [4:       3]      if1_ir1_sel           ;
        logic                   ana_dig_16p           ;
        logic [1:       0]      fcdly_sel             ;                
    } str_reg_config1_dr_src_snk_both; 
    typedef struct packed{
        logic [7:       5]      ir2_sel               ;
        logic [4:       3]      vr1_sel               ;
        logic                   src_flt_sel           ;
        logic [1:       0]      snk_vth_sel           ;                
    } str_reg_config2_dr_src_sel;
    typedef struct packed{
        logic [7:       5]      if3_sel               ;
        logic [4:       3]      snk_flt_sel           ;
        logic [2:       1]      iflp5_sel             ;
        logic                   rsv                   ;                        
    } str_reg_config3_dri_snk_sel;
    typedef struct packed{
        logic                   tlt_sof_sel           ;        
        logic [6:       4]      v_tltoff              ;
        logic [3:       2]      t_tltoff              ;
        logic [1:       0]      rsv                   ;                       
    } str_reg_config4_tltoff_sel1;    
    typedef struct packed{       
        logic [7:       4]      i_tltoff1             ;
        logic [3:       0]      i_tltoff2             ;                     
    } str_reg_config5_tltoff_sel2; 
    typedef struct packed{ 
        logic                   desat_dig_en          ;
        logic                   vcedet_dig_en         ;      
        logic [5:       3]      desat_vref_sel        ;
        logic [2:       0]      desat_blanking        ;                     
    } str_reg_config6_desat_sel1; 
    typedef struct packed{       
        logic [7:       5]      desat_deglitch_sel    ;
        logic [4:       3]      idesat_sel            ;   
        logic [2:       0]      vreg_ldo_trim         ;                          
    } str_reg_config7_desat_sel2;
    typedef struct packed{       
        logic                   ocp_dig_en            ;
        logic [6:       4]      ocp_deglitch_sel      ;   
        logic [3:       1]      vocp_sel              ;
        logic                   rsv                   ;                          
    } str_reg_config8_oc_sel;
    typedef struct packed{       
        logic                   scp_dig_en            ;
        logic [6:       4]      scp_deglitch_sel      ;   
        logic [3:       1]      vscth_sel             ;
        logic                   rsv                   ;                          
    } str_reg_config9_sc_sel;
    typedef struct packed{       
        logic [7:       3]      rsv                   ;   
        logic [2:       0]      dvdt_ref_src          ;                         
    } str_reg_config10_dvdt_ref_src;
    typedef struct packed{       
        logic [7:       3]      rsv                   ;   
        logic [2:       0]      dvdt_ref_sink         ;                         
    } str_reg_config11_dvdt_ref_sink;
    typedef struct packed{       
        logic [7:       2]      rsv                   ;   
        logic                   adc2_en               ; 
        logic                   adc1_en               ;                        
    } str_reg_config12_adc_en;
    typedef struct packed{       
        logic [7:       6]      rsv                   ;   
        logic [5:       0]      bgr_trim              ;                        
    } str_reg_bgr_code_drv;
    typedef struct packed{       
        logic [7:       4]      off_vbn               ;   
        logic [3:       0]      on_vbn                ;                        
    } str_reg_cap_trim_code;   
    typedef struct packed{       
        logic [7:       4]      del_trim              ;   
        logic [3:       0]      rsv                   ;                        
    } str_reg_csdel_cmp;       
    typedef struct packed{       
        logic [7:       4]      dvdt_value_adj_off    ;   
        logic [3:       0]      dvdt_value_adj_on     ;                        
    } str_reg_dvdt_value_adj;
    typedef struct packed{       
        logic [7:       4]      adc_vadj              ;   
        logic [3:       0]      adc_radj              ;                        
    } str_reg_adc_adj1; 
    typedef struct packed{       
        logic [7:       4]      rsv                   ;   
        logic [3:       0]      adc2_iadj             ;                        
    } str_reg_adc_adj2;       
    typedef struct packed{ 
        logic                   d2_efuse_vld          ;      
        logic [6:       5]      rsv                   ;   
        logic [4:       0]      corner                ;                        
    } str_reg_ibias_code_drv;     
    typedef struct packed{  
        logic [7:       0]      cap_read_en           ;                        
    } str_reg_dvdt_tm;  
    typedef struct packed{ 
        logic [7:       6]      rsv                   ;         
        logic [5:       0]      cnt_del_read          ;                        
    } str_reg_cnt_del_read;  
    typedef struct packed{ 
        logic [7:       6]      dvdt_en               ;
        logic                   dvdt_delay_match_en   ;
        logic [4:       3]      rsv_0                 ;
        logic                   csd_en                ;
        logic                   cap_code_sel          ;
        logic                   rsv_1                 ;                                         
    } str_reg_dvdt_win_value_en;
    typedef struct packed{ 
        logic [7:       4]      dvdt_delay_set_off    ;
        logic [3:       0]      dvdt_delay_set_on     ;                                         
    } str_reg_preset_delay;
    typedef struct packed{ 
        logic [7:       0]      drive_delay_set       ;                                        
    } str_reg_drive_delay_set;
    typedef struct packed{ 
        logic [7:       0]      cmp_del               ;                                        
    } str_reg_cmp_del;
    typedef struct packed{ 
        logic                   rsv                   ;
        logic                   test_en_48m           ;
        logic                   digtest_en            ;
        logic [4:       0]      test_mux              ;                                        
    } str_reg_test_mux;
    typedef struct packed{ 
        logic [7:       2]      rsv                   ; 
        logic [1:       0]      cmp_adj               ;                                        
    } str_reg_cmp_adj_vreg;
endpackage
package lv_pkg;
    import com_pkg::*;
endpackage
module wo_reg #(
    parameter DW                   = 8          ,
    parameter AW                   = 8          ,
    parameter DEFAULT_VAL          = {DW{1'b0}} ,
    parameter REG_ADDR             = {AW{1'b0}} ,
    parameter SUPPORT_TEST_MODE_WR = 1'b1       ,
    parameter SUPPORT_CFG_MODE_WR  = 1'b1       ,
    parameter SUPPORT_SPI_EN_WR    = 1'b1       ,
    parameter SUPPORT_EFUSE_WR     = 1'b1       , 
    parameter END_OF_LIST          = 1
)( 
    input  logic           i_wen                ,
    input  logic           i_test_st_reg_en     ,
    input  logic           i_cfg_st_reg_en      ,
    input  logic           i_spi_ctrl_reg_en    ,
    input  logic           i_efuse_ctrl_reg_en  ,
    input  logic [AW-1: 0] i_addr               ,
    input  logic [DW-1: 0] i_wdata              ,
    output logic [DW-1: 0] o_rdata              ,
    output logic [DW-1: 0] o_reg_data           ,
    input  logic           i_clk                ,
    input  logic           i_rst_n
);
logic           wen     ;
logic           ren     ;
logic           hit     ;
logic [DW-1: 0] reg_data;
assign hit = (i_addr==REG_ADDR);
assign wen = i_wen & hit & ((i_test_st_reg_en & SUPPORT_TEST_MODE_WR) | (i_cfg_st_reg_en & SUPPORT_CFG_MODE_WR) | 
                            (i_spi_ctrl_reg_en & SUPPORT_SPI_EN_WR) | (i_efuse_ctrl_reg_en & SUPPORT_EFUSE_WR));
always_ff@(posedge i_clk or negedge i_rst_n) begin
    if(~i_rst_n) begin
        reg_data <= DEFAULT_VAL;
    end
    else begin
        reg_data <= wen ? i_wdata : DEFAULT_VAL;
    end
end
assign o_reg_data = reg_data    ;    
assign o_rdata    = {DW{1'b0}}  ; 
// synopsys translate_off    
// synopsys translate_on    
endmodule
File: ./run.sh
#!/bin/bash
# OpenROAD 26Q1-2900-gdf79404cd8, Yosys 0.63+post, stock flow scripts
make -C /OpenROAD-flow-scripts/flow DESIGN_CONFIG=/design/flow/config.mk WORK_HOME=/design/flow/orfs finish
==> flow_metrics.env <==
# yosys + openroad results
export IMPL_outcome="complete, no violations"
export IMPL_dieHeight_um=80
export IMPL_grt_ovfl_total=0
export IMPL_insertedDiodeCount=0
export IMPL_synth_area_top_cells="dfrtp_1, or4b_2, buf_4"
export IMPL_largest_reg_flops=8
export IMPL_number_of_antenna_violations_at_the_first_check_in_global_routing=0
export IMPL_core_um2=3420
export IMPL_cts_buffers_inserted=3
export IMPL_worstPathRequired_ns=1.15
export IMPL_global_route_wire_length_before_repair_mm=2.15
export IMPL_critical_path_max_fanout=8
export IMPL_layout_cells_most_common="dlygate4sd2_1"
export IMPL_chip_area_um2=6400
export IMPL_seq_power_share_pct=46.7
export IMPL_layout_min_cycle_time_ns=0.968
export IMPL_cts_hold_buf=0
export IMPL_netSwitchingPower_w=0.000158
export IMPL_ios=39
export IMPL_drt_pass1_iterations=3
export IMPL_netlist_top_cell_by_area="dfrtp_1"
export IMPL_place_gp_congestion=0.736
export IMPL_ys_warn_count=0
export IMPL_area_growth_syn_to_layout_pct=99.4
export IMPL_yosys_stat_cell_total=38
export IMPL_vias_per_cell=3.54
export IMPL_grt_max_degree=9
export IMPL_avgSynthCellArea_um2=11.2
export IMPL_count_of_buffers_inserted_at_the_top_level_ports=30
export IMPL_power_combinational_fraction_pct=19.4
export IMPL_htree_levels=1
export IMPL_synth_yosys_seq_area_share_pct=47.1
export IMPL_endpoint_kind="flip-flop"
export IMPL_cts_path_max_buffers=2
export IMPL_dp_hpwl_mm=1.24
export IMPL_max_cap_violations=0
export IMPL_netlist_instances=38
export IMPL_crit_path_start_kind="primary input"
export IMPL_p_leak_nw=0.368
export IMPL_totalWireLength_mm=1.47
export IMPL_antenna_left=0
export IMPL_rows=21
export IMPL_drive_gt1_share_pct=53.6
export IMPL_final_hold_viol_count=0
export IMPL_layout_filler_cells=390
export IMPL_holdCritPathClass="in2async"
export IMPL_vias_in_the_first_global_route=462
export IMPL_power_per_cell_area_nw_per_um2=820
export IMPL_cts_clock_pin_slew_for_the_worst_setup_and_hold_paths_ns=0.05
export IMPL_avgRoutedWirePerCell_um=12.8
export IMPL_proportion_of_total_power_due_to_net_switching_pct=22.6
export IMPL_vias=407
export IMPL_worst_endpoint_arrival_ns=1.12
export IMPL_postcts_setup_bufs=0
export IMPL_maxSlewViolCount=0
export IMPL_finish_cell_count_without_fillers=115
export IMPL_clock_power_share_pct=33.9
export IMPL_synth_distinct_cells=9
export IMPL_core_util_floorplan_pct=12.5
export IMPL_setup_total_negative_slack_ns=0
export IMPL_power_ir_vdd_worst_mv=0.331
export IMPL_grt_usage_pct=4.17
export IMPL_openroad_warnings=27
export IMPL_fp_dieW_um=80
export IMPL_timing_fmax_mhz=1030
export IMPL_synth_area_um2=425
export IMPL_dr_first_iter_drc_count=2
export IMPL_drcViolationCount=0
export IMPL_finalCritPeriodShare_pct=96.8
export IMPL_report_power_total_w=0.000696
export IMPL_criticalPathCategory="in2reg"
export IMPL_report_final_setup_viol=0
export IMPL_yosysChipArea_um2=425
export IMPL_yosysTopAreaCellShare_pct=47.1
export IMPL_internal_power_w=0.000538
export IMPL_timing_final_ws_setup_ns=0.0319
export IMPL_synth_ff_latch_count=8
export IMPL_cts_sinks=8
export IMPL_mostFrequentLayoutCells="dlygate4sd2_1, or4b_4, conb_1, buf_2, dfrtp_1"
export IMPL_cts_root_buf="clkbuf_4"
export IMPL_pre_cts_ws_ns=-0.725
export IMPL_tritoncts="done"
export IMPL_dp_cells=112
cells by family after synthesis:
family	count (synthesis)	synth area share [%]
other	1	0.882
and+or+nand+nor	19	35.9
DFF	8	47.1
buffers and inverters	10	16.2
worst paths after layout:
kind                       slack [ns]               from       endpoint  cells after the start
min in group clk0                0.24          i_addr[7]  o_reg_data[4]                      3
worst min-delay path             0.22            i_rst_n  o_reg_data[3]                      1
max in group asynchronous        0.52            i_rst_n  o_reg_data[7]                      1
worst max-delay path             0.03  i_spi_ctrl_reg_en  o_reg_data[0]                      4
stage by stage:
| stage | hold slack, ns | utilization (%) | area, um2 |
|---|---|---|---|
| 2_1_floorplan | -0.0956 | - | 498 |
| 3_3_place_gp | 0.480 | 23.1 | 788 |
| 3_5_place_dp | 0.497 | 23.1 | 788 |
| 4_1_cts | 0.232 | 23.9 | 817 |
| 5_1_grt | 0.239 | 24.8 | 848 |
| 6_report | 0.224 | 24.8 | 848 |
synth_stat cells:
| master | n |
|---|---|
| nor4_1 | 9 |
| buf_4 | 8 |
| dfrtp_1 | 8 |
| or4b_2 | 8 |
| buf_1 | 1 |
| buf_2 | 1 |
| conb_1 | 1 |
| or2_2 | 1 |
| or4b_1 | 1 |
area by class of cell:
| type | instances | area, um2 | share of cell area (%) |
|---|---|---|---|
| multi-input cells | 27 | 319 | 37.6 |
| repair buffers | 31 | 249 | 29.4 |
| flip-flops and latches | 8 | 200 | 23.6 |
| well taps | 46 | 57.6 | 6.78 |
| clock buffers | 3 | 22.5 | 2.65 |
power by group through the flow:
stage	Combinational, W	Clock, W	Sequential [W]
5_1_grt	0.000147	0.000271	0.000324
6_report	0.000135	0.000236	0.000325
4_1_cts	0.000127	0.000246	0.000325
worst max-delay path, stage by stage:
cell             delay, ns
clkdlybuf4s50_1       0.47
nor4_2                0.04
buf_4                 0.19
nor4_2                0.22
routing by layer:
layer,GRT usage (%),wire (um)
met4,1.41,34
met2,4.57,476
met1,6.23,791
met5,0,0
met3,2.50,172
repair_timing:
action                                 4_1_cts  5_1_grt
gates resized                               60       24
setup endpoints to repair                   16       11
endpoints found under the hold margin        0        0
pin swaps                                   11       14
No activity file was given, so power comes from the tool's default toggle rates.
